$ cat run.sh
#!/bin/bash
# OpenROAD 26Q1-2900-gdf79404cd8, Yosys 0.63+post, stock flow scripts
make -C /OpenROAD-flow-scripts/flow DESIGN_CONFIG=/design/flow/config.mk WORK_HOME=/design/flow/orfs finish
$ cat config.mk
export PLATFORM = sky130hd
export DESIGN_NAME = ALU
export DESIGN_NICKNAME = ALU
export VERILOG_FILES = /design/flow/design.v
export SDC_FILE = /design/flow/constraint.sdc
export NUM_CORES = 4
export LEC_CHECK = 1
export CORE_UTILIZATION = 30
$ cat constraint.sdc
current_design ALU

set clk_period 17.1
set clk_io_pct 0.2

create_clock -name clk0 -period $clk_period

set non_clock_inputs [all_inputs -no_clocks]
set_input_delay [expr $clk_period * $clk_io_pct] -clock clk0 $non_clock_inputs
set_output_delay [expr $clk_period * $clk_io_pct] -clock clk0 [all_outputs]
$ cat design.v
`timescale 1ns / 1ps
module ALU(
    output reg signed [31:0] RESULT,
    output reg N,
    output reg Z,
    output reg V,
    output reg C,
    input signed [31:0] OPERA,
    input signed [31:0] OPERB,
    input [1:0] FUNC
    );
	reg Carry;
	always @ (*) begin
		Carry = 1'b0;
		case (FUNC)
			2'b00: {Carry,RESULT} = OPERA + OPERB;
			2'b01: {Carry,RESULT} = OPERA - OPERB;
			2'b10: RESULT = OPERA & OPERB;
			2'b11: RESULT = OPERA | OPERB;
			default: RESULT = 32'b0;
		endcase
		N = RESULT[31];
		Z = (RESULT == 0);
		C = ~FUNC[1] & Carry;
		V = (RESULT[31] | OPERA[31]) & ~FUNC[1] & ~(FUNC[0] | OPERA[31] | OPERB[31]);
	end
endmodule
==> results_slide.txt <==
Flow Results at a Glance

Logic synthesis
  – Chip area estimate from yosys synthesis: 5221 sq um
  – Syn Inst Count: 811
  – Syn Std Cell Area: 5221 sq um
  – Commonest cells in the netlist: inv_1, ha_1, a21oi_1
  – Syn avg cell area: 6.438 sq um
  – Cell type with the largest total area: ha_1
  – Cell with the most instances after synthesis: inv_1
  – Register area share after synthesis: 0%
  – Yosys Instances: 811
  – Synth top area share: 23.01%
  – Synth unique cells: 73
  – Synth Warn #: 1
  – Synth area leaders: ha_1, inv_1, a21oi_1

Floorplan
  – Initial core utilization: 31.15%
  – Io pins: 102
  – DIE WIDTH: 133.9 um
  – Die Y: 133.9 um
  – Die area: 17940 sq um
  – Area of the core: 16760 sq um
  – Site row count: 47

Place
  – Final HPWL DP: 14920 um
  – Port bufs: 102
  – Routability cong.: 0.9676
  – Cell Area, Placed: 6342 sq um

Outcome
  – Outcome: complete, no violations

Critical path
  – CP max stage cell: or4b_1
  – CP Launch Type: input port
  – CP Cell Sequence: clkdlybuf4s50_1 -> inv_1 -> ha_1 -> inv_1 -> fa_1 -> nand2b_4 -> a2111o_1 -> a21oi_2 -> nor3_1 -> o31a_1 -> nor4_1 -> or4b_1 -> or4_1 -> or4b_1 -> or4_1 -> nor4_2 -> clkdlybuf4s50_1
  – Critical path class: input port to primary output
  – CP arrival: 8720 ps
  – Worst-path maximum fanout: 4
  – Crit. End Element: primary output
  – Worst path required time: 13680 ps
  – CP peak stage delay: 590 ps

Pwr
  – Max VDD drop: 23.44 uV
  – Power Dens Cells: 34.20 nW/um^2
  – Leakage Power: 2.795 nW

Detailed routing
  – Diode count: 0
  – DR pass1 iterations: 5
  – # DRC: 0
  – Via/cell ratio: 5.592
  – Initial DRC count: 479
  – DR vias: 6101
  – Final WL: 18410 um
  – Routed Antenna Nets: 0
  – Avg WL per Cell: 16.87 um

Timing
  – Final hold violations: 0
  – Slew @ Worst Pin: 787.5 ps
  – Final Max Slew Viols: 0
  – Rel. slew slack: 47.01%
  – Final setup fails: 0
  – Final period util: 70.97%
  – Fmax: 82.40 MHz
  – RSZ-0062 raised after global routing: no
  – Crit path time final: 12140 ps
  – Total Neg Setup Slack: 0 ps

GRT
  – Vias in the first global route: 5683
  – Tot GR Track Use: 20.44%
  – Global-route wire length before repair: 29220 um
  – Largest net degree at the start of global routing: 62
  – Grt ovf: 0
  – Initial antenna violation count: 0

CTS
  – Hold-fix buffers, CTS: 0
  – Post-CTS Setup Inserts: 0
  – Post_cts resized: 0

Final layout
  – CLK BUF: 0
  – Register area: 0 sq um
  – Final Instance Area: 6342 sq um
  – Synthesis-to-finish area growth: 21.47%
  – Fraction of layout instances using a drive strength above 1: 2.641%
  – Flop count: 0
  – Fillcell total: 1810

Worst hold path
  – Hold Path Class: input port to primary output

Job
  – Tool warnings: 96
  – Maxcap violations: 0
cell type report:
type	instances	area [sq um]	area share [%]
Tap cell	220	275.3	4.340
Multi-Input combinational cell	663	4643	73.21
Timing Repair Buffer	106	1041	16.41
Inverter	102	382.9	6.037
worst max-delay path, delay by kind of cell:
family	cells	cell delay (ps)
and+or+nand+nor	8	2760
adders and majority gates	2	470
buffers and inverters	4	1100
AOI/OAI and AO/OA	3	970
metal layers:
metal  GRT usage (%)  part of all wire (%)
met5               0                     0
met3           1.157                   5.5
met1           27.93                    45
met4           5.366                   2.9
met2           34.95                    47
logic make-up (layout without fill, tap and decap cells):
family	Yosys count	in the layout	synth area share (%)
xor gates and xnor gates	21	21	3.523
adders and majority gates	98	98	23.77
muxes	11	11	2.396
AOI/OAI and AO/OA	287	287	36.31
and+or+nand+nor	246	246	22.93
buffers and inverters	148	208	11.07
cells in the final DEF (no fill, tap or decap), drive strengths merged, types with 3 or more instances in the layout:
cell type        n
o21bai           5
a221oi           6
or3              6
o21ai           63
nor3b            4
nand2b           9
ha              96
nor3            23
o21a             9
clkdlybuf4s50  100
nor2b            6
o211ai          17
mux2i            8
inv            102
nor2            74
a21o            16
o2111ai          4
a2111o           3
o31a             5
a31oi            6
buf              6
a31o             3
nand3            9
xnor2           21
and2             4
nand2           63
a21oi           76
a211oi          19
a22oi            5
o31ai           14
nor4            12
o22ai            4
a2111oi          6
or2              3
and3             9
or4              4
nand4           13
final timing paths:
| check | startpoint | endpoint | slack, ps | depth (start not counted) |
|---|---|---|---|---|
| setup / recovery | OPERA[0] | Z | 4960 | 17 |
| hold / removal | FUNC[0] | RESULT[2] | 7800 | 4 |
where the power goes:
part,switching (mW),internal (mW)
sequential,0,0
clock,0,0
combinational,0.120,0.0969
total,0.120,0.0969
per-stage QoR:
stage | setup WS (ps) | total power [mW] | util, % | instances | hold WS [ps]
detailed placement | 4945 | 0.2141 | 37.84 | 1091 | 7802
global placement | 4997 | 0.2148 | 37.84 | 1091 | 7789
floorplan | 6505 | 0.1320 | - | 811 | 6979
finish | 4964 | 0.2169 | 37.84 | 1091 | 7804
global route | 4720 | 0.2392 | 37.84 | 1091 | 7881
CTS | 4932 | 0.2155 | 37.84 | 1091 | 7799
Power is estimated from default activity; no workload was simulated.
