<file path="./config.mk">
export PLATFORM = sky130hd
export DESIGN_NAME = Rotate
export DESIGN_NICKNAME = Rotate
export VERILOG_FILES = /design/flow/design.v
export SDC_FILE = /design/flow/constraint.sdc
export NUM_CORES = 4
export LEC_CHECK = 1
export CORE_UTILIZATION = 40
</file>
<file path="./constraint.sdc">
current_design Rotate

set clk_period 4.4
set clk_io_pct 0.2

create_clock -name clk0 -period $clk_period

set non_clock_inputs [all_inputs -no_clocks]
set_input_delay [expr $clk_period * $clk_io_pct] -clock clk0 $non_clock_inputs
set_output_delay [expr $clk_period * $clk_io_pct] -clock clk0 [all_outputs]
</file>
<file path="./design.v">
`timescale 1ns / 1ps
module Rotate(
    output reg[31:0] OUT,
	 input [1:0] SH,
    input [31:0] A,
    input [4:0] B
    );
	always @ (*) begin
		case (SH)
			2'b00: OUT = A << B;
			2'b01: OUT = A >> B;
			default: OUT = 32'b0;
		endcase
	end
	initial begin OUT = 32'b0; end
endmodule
</file>
<file path="./run.sh">
#!/bin/bash
# OpenROAD 26Q1-2900-gdf79404cd8, Yosys 0.63+post, stock flow scripts
make -C /OpenROAD-flow-scripts/flow DESIGN_CONFIG=/design/flow/config.mk WORK_HOME=/design/flow/orfs finish
</file>
==> Changelog: implementation <==
## Implementation

- RSZ-0062 raised after global routing: no
- Top Family by Delay on Critical Path: buffers and inverters
- Combinational gate area: 3837 sq um
- Register area share after synthesis: 0
- Hold_ws: between 2 and 3 ns
- Slew margin rel.: 0.5289
- Buffers on Ports: 71
- CP cell instances: clkdlybuf4s50_1 -> mux4_2 -> mux2i_1 -> o32ai_1 -> buf_4 -> a311o_1 -> clkdlybuf4s50_1
- VDD IR max: 107.2 uV
- Antenna diodes: 0
- Row count: 37
- Vias in the first global route: ~4700
- CP arrival: roughly 3.4 ns
- DR pass1 iterations: 5
- CP max FO: 11
- Seq pwr share: 0
- Routed WL: approximately 20 mm
- Mapped cell area: roughly 4200 sq um
- Die Area: between 10000 and 15000 sq um
- Crit-path slowest cell: clkdlybuf4s50_1
- Hold Buf Count CTS: 0
- CP Depth: 7
- Total global-route track usage: 0.3709
- Die Wd: ~100 um
- IO Pins: just over 70
- Int Pwr: slightly below 0.0003 W
- Tot Pwr: 0.0006451 W
- Per-cell routed wire length: 27.07 um
- MaxCap Viol Count: 0
- Min-Delay Path Depth: 4
- Yosys Instances: approximately 530
- Hold WC Path Type: input port to output pin
- OpenROAD warnings: 32
- Status: complete, no violations
- Antenna Nets Post-Route: 0
- Leakage power: between 2 and 2.5 nW
- Worst Path Required: roughly 3.5 ns
- Vias per Instance: a little under 7
- Sw power: approximately 0.00035 W
- Die height: about 100 um
- Fmax: around 230 MHz
- Total grt overflow: 0
- Clock buffers: 0
- Final setup fails: 0
- Post-route DRC violation count: 0
- Final hold vios: 0
- Worst-margin pin slew: 0.7052 ns
- Mapped Avg Cell Area: between 8 and 9 sq um
- Flop area: 0 sq um
- Mapped Cells: 526
- Worst Setup SP: A[17]
- Final period util: 0.9760
- Yosys warns: 1
- # fillers: 1021
- Flop count: 0
- Post-Layout Inst Area: about 5300 sq um
- Final slew viol count: 0
- Setup Buffers After CTS: 0
- Placeable core region: approximately 10000 sq um
- Tmin final: 4.295 ns
- Most common cell on crit path: clkdlybuf4s50_1
- Synthesized chip area reported by yosys: 4224 sq um
- First-pass GRT wire length: 29.79 mm
- Placed inst area: 5270 sq um
- Sum of buffers and inverters on the critical path: 3
- FP Core Util: 0.4110
- Initial antenna violation count: 0
- Pwr dens: around 120 nW/um^2
- Switching Share: 0.5373
- Largest net degree at the start of global routing: between 40 and 50
- CP peak stage delay: roughly 0.62 ns
- Post-route setup TNS: 0 ns
- Setup CP Type: input port to output pin
- Layout area overhead: 24.85%
- Crit start category: input port
- Clk pwr share: 0
- Logic pwr share: 1.000
- Via count: between 4000 and 5000
- DP Wirelength: roughly 15 mm
- Synth cell types: approximately 68
- Initial DRC count: around 430
- Critical Path End: OUT[28]
- RD Place Congestion: ~1.0
- Layout cells sized above 1: 0.2618
- Kind of end point of the critical path: output pin
worst min-delay path, stage by stage:
cell             delay (ns)
buf_2                  0.20
buf_12                 0.27
o211ai_1               0.15
clkdlybuf4s50_1        0.41
per-layer routing:
metal	global-route usage	share of wire	vias to the layer above
met5	0	0	-
met2	0.5506	0.44	280
met1	0.5302	0.42	2446
met3	0.1067	0.10	39
li1	-	-	2232
met4	0.1117	0.034	0
worst min-delay path by stage:
stage | slack, ns | from | end
5_1_grt | 2.84 | B[3] | OUT[26]
4_1_cts | 2.82 | B[3] | OUT[26]
6_report | 2.83 | B[3] | OUT[26]
synthesized netlist by cell type (4+ instances only):
cell type  number  share of area
clkbuf_1       39          0.035
a211oi_1        4         0.0071
nand2b_1        8          0.012
o22ai_1        14          0.021
buf_2          17          0.020
nor2_1         45          0.040
mux2_2         39           0.10
nor4_1          5         0.0074
nand2_1        47          0.042
mux2i_1        63           0.15
a21oi_1        21          0.025
a221oi_1        4         0.0083
or2_2           4         0.0059
o32ai_1         5          0.010
a22oi_1        10          0.018
o221ai_1        5          0.010
buf_6           6          0.016
o21ai_0        17          0.020
nor2b_1         4         0.0059
nand3_1        13          0.015
nor3_1         12          0.014
buf_4           5         0.0089
o31ai_1         4         0.0071
mux4_2         34           0.18
a32oi_1         4         0.0083
o211ai_1       15          0.027
a211o_1         8          0.017
mux4_1          4          0.025
a221o_1         6          0.014
layout make-up:
cell class / instances / share of cell area
Multi-Input combinational cell: 451 / 0.7276
Inverter: 5 / 0.003559
Timing Repair Buffer: 136 / 0.2365
Tap cell: 136 / 0.03227
power by group through the flow:
stage     Combinational [W]  Sequential, W  Clock, W
4_1_cts            0.000630              0         0
5_1_grt            0.000680              0         0
6_report           0.000645              0         0
through the flow:
stage	worst slack, ns	cells	utilization
detailed placement	0.1212	728	0.5128
global route	0.01271	728	0.5131
floorplan	1.160	526	-
global placement	0.1141	728	0.5128
finish	0.1054	728	0.5131
CTS	0.1173	728	0.5128
repair_timing:
item | in CTS | in global routing
resized | 0 | 1
endpoints found under the hold margin | 0 | 0
setup endpoints to repair | 0 | 1
logic make-up after synthesis:
kind of cell	synth area share
multiplexers	0.4662
AND/OR/NAND/NOR	0.1694
AND-OR/OR-AND	0.2728
buffers and inverters	0.09153
layout by cell type (no fill, tap or decap), types with 14 or more instances in the layout:
master and n:
o22ai_1 14, mux4_2 34, o211ai_1 15, buf_4 60, clkdlybuf4s50_1 67, mux2_2 39, o21ai_0 17, a21oi_1 21
nand2_1 47, mux2i_1 63, nor2_1 45
Power figures rest on the tool's default switching activity, not on a simulated workload.
