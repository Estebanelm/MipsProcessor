--- flow/run.sh ---
#!/bin/bash
# OpenROAD 26Q1-2900-gdf79404cd8, Yosys 0.63+post, stock flow scripts
make -C /OpenROAD-flow-scripts/flow DESIGN_CONFIG=/design/flow/config.mk WORK_HOME=/design/flow/orfs finish
--- flow/design.v ---
`timescale 1ns / 1ps
module MUX(
    output reg [31:0] OUT,
    input [31:0] A,
    input [31:0] B,
    input SEL
    );
	initial begin OUT = 32'b0; end
	always @ (*) begin
		if (~SEL)
			OUT = A;
		else
			OUT = B;
	end
endmodule
--- flow/config.mk ---
export PLATFORM = sky130hd
export DESIGN_NAME = MUX
export DESIGN_NICKNAME = MUX
export VERILOG_FILES = /design/flow/design.v
export SDC_FILE = /design/flow/constraint.sdc
export NUM_CORES = 4
export LEC_CHECK = 1
export CORE_AREA = 10 10 71 71
export DIE_AREA = 0 0 81 81
--- flow/constraint.sdc ---
current_design MUX

set clk_period 1.0
set clk_io_pct 0.2

create_clock -name clk0 -period $clk_period

set non_clock_inputs [all_inputs -no_clocks]
set_input_delay [expr $clk_period * $clk_io_pct] -clock clk0 $non_clock_inputs
set_output_delay [expr $clk_period * $clk_io_pct] -clock clk0 [all_outputs]
==> changes_impl.md <==
## Implementation

* Endpoint class of the critical path: output port
* Hold buffer count at cts at 0
* Ys Warns at 1
* Hold crit path type: in -> out
* DP HPWL at 2500 um
* Tot GR Track Use at 7.79%
* Post-synthesis sequential area ratio at 0%
* Max-area cell share at 82.8%
* Count of final hold-check violations at 0
* Net Switching at 137 uW
* Unrepaired setup endpoints after global routing: true
* CP required at 0.80 ns
* # clk buffers at 0
* Met3 usage at 2.78%
* Fraction of layout cells with a size suffix above 1 at 54.0%
* Met1 usage at 9.03%
* Sw Share at 22.0%
* Slew HR at 94.2%
* DR pass1 iterations at 2
* Setup-failing EPs final at 32
* Die height at 81 um
* Reg power frac at 0%
* Power share of the clock group at 0%
* Pwr Total at 624 uW
* Cells after Synth at 36
* Flops at 0
* Met2 usage at 14.3%
* P&R area growth vs syn at 192%
* Cell taking the most area after synthesis: mux2_4
* Via density at 3.82
* Syn avg cell area at 15.1 um2
* VDD IR-drop max at 0.169 mV
* Violated checks: negative setup slack
* Top cells excl fill/tap: 51 x dlygate4sd2_1, 31 x mux2_4, 23 x buf_6
* Unique cell types at 4
* Fmax achieved at 0.848 GHz
* Port Buf Inserts at 97
* Final std cells w/o fill at 187
* Initial antenna violation count at 0
* YS chip area at 544 um2
* Largest net degree at the start of global routing at 11
* Top post-synthesis cells by area: mux2_4 83%, buf_12 11%, mux2_2 4.1%
* Power per Cell Area at 392 mW/mm2
* Static Leak at 0.000872 uW
* Number of antenna diodes at 0
* WS Path Type: in -> out
* Grt ovf at 0
* Period utilization at 118%
* Antenna Violating Nets Remaining at 0
* Ports at 97
* Yosys cell count at 36
* DRC Markers at 0
* Post-layout util at 43.8%
* Die width at 81 um
* Gr busiest metal: met2
* Crit path launch type: primary input
* Final min period at 1.18 ns
* Worst-path fanout max at 6
* First-pass GRT wire length at 4140 um
* Slew Viols, Final at 0
* Worst-margin pin slew at 0.0870 ns
* Cell row count at 22
* Final setup margin at -0.179 ns
* Outcome: finished with violations
* Core Area at 0.00363 mm2
* Comb pwr share at 100.0%
* Vias at 715
* Die area at 0.00656 mm2
* Max Cap Viol at 0
* Tally of OpenROAD warnings at 34
* FF/Latch Area at 0 um2
* Cell Int Power at 487 uW
* Final GP Congestion at 0.832
* DP Cell Count at 179
* Top cell excl fill/tap: dlygate4sd2_1
* DRT iter0 DRCs at 2
* Synth Cell Area at 544 um2
* Final WL at 2880 um
* DR WL/cell at 15.4 um
* FP Util at 15.0%
* Vias in the first global route at 764
* Crit path DAT at 0.98 ns
## power by group through the flow
stage	clock, uW	sequential (uW)	combinational [uW]
after global routing	0	0	666
final	0	0	624
after CTS	0	0	614
## synth_stat cells
cell	n
mux2_2	2
mux2_4	30
buf_12	3
buf_6	1
## critical path, cell delays in order
cell and delay (ns):
buf_12 0.12, buf_12 0.13, buf_12 0.12, mux2_4 0.29, buf_6 0.11
## final cells by class
class | count | area (um2)
fillers | 357 | 2040
well taps | 48 | 60.1
multi-input cells | 32 | 477
repair buffers | 107 | 1050
## what timing repair did
item | 4_1_cts | 5_1_grt
cloned | 2 | 0
setup buffers | 5 | 1
endpoints found under the setup margin | 32 | 32
resized | 171 | 10
## logic make-up (layout without fill, tap and decap cells)
family	after synthesis	count (layout)	synth area share [%]
mux	32	32	86.9
buf+inv	4	107	13.1
## metal layers
| metal | vias up | routed length (um) |
|---|---|---|
| li1 | 345 | - |
| met1 | 320 | 1080 |
| met4 | 0 | 0 |
| met2 | 50 | 1450 |
| met5 | - | 0 |
| met3 | 0 | 350 |
## path summary, 6_finish.rpt
check / start / end / slack, ns / cells after the start
hold / removal: B[29] / OUT[29] / 0.69 / 3
setup / recovery: SEL / OUT[4] / -0.18 / 5
## metrics by stage
stage | setup slack (ns) | hold slack [ns] | area (um2) | TNS [ns]
after floorplan | 0.0669 | 0.498 | 544 | 0
after global placement | -0.504 | 1.17 | 1540 | -15.61
after detailed placement | -0.512 | 1.19 | 1540 | -15.81
after CTS | -0.181 | 0.751 | 1540 | -3.62
after global routing | -0.196 | 0.717 | 1590 | -3.86
final | -0.179 | 0.691 | 1590 | -3.30
Power is estimated from default activity; no workload was simulated.
